<file path="flow/run.sh">
#!/bin/bash
# OpenROAD 26Q1-2900-gdf79404cd8, Yosys 0.63+post, stock flow scripts
make -C /OpenROAD-flow-scripts/flow DESIGN_CONFIG=/design/flow/config.mk WORK_HOME=/design/flow/orfs finish
</file>
<file path="flow/config.mk">
export PLATFORM = sky130hd
export DESIGN_NAME = FIFO2
export DESIGN_NICKNAME = FIFO2
export VERILOG_FILES = /design/flow/design.v
export SDC_FILE = /design/flow/constraint.sdc
export NUM_CORES = 4
export LEC_CHECK = 1
export CORE_UTILIZATION = 40
</file>
<file path="flow/constraint.sdc">
current_design FIFO2

set clk_period 5.1
set clk_io_pct 0.2

create_clock -name clk0 -period $clk_period [get_ports {clk_i}]

set non_clock_inputs [all_inputs -no_clocks]
set_input_delay [expr $clk_period * $clk_io_pct] -clock clk0 $non_clock_inputs
set_output_delay [expr $clk_period * $clk_io_pct] -clock clk0 [all_outputs]
</file>
<file path="flow/design.v">
module FIFO2
#(
  parameter DEPTH  =  8,
  parameter DATA_WIDTH  =  4
)(
  input  logic  clk_i, rst_ni,
  input  logic  wr_en, rd_en,
  input  logic  [DATA_WIDTH-1:0] data_i,
  output logic  empty_o,
  output logic  [DATA_WIDTH-1:0] data_o
);
  logic [$clog2(DEPTH) : 0] w_ptr, r_ptr;
  logic [DATA_WIDTH-1:0] fifo [DEPTH];
  logic full;
  always_ff @(posedge clk_i or negedge rst_ni) begin
    if (!rst_ni) begin
      w_ptr  <= 0;
      r_ptr  <= 0;
      data_o <= 0;
    end
    else begin
      if  (wr_en & !full)  begin
        fifo[w_ptr[2:0]] <= data_i;
        w_ptr <= w_ptr + 1;
      end
      if  (rd_en & !empty_o)  begin
        data_o <= fifo[r_ptr[2:0]];
        r_ptr  <= r_ptr + 1;
        fifo[r_ptr[2:0]] <= 0;
      end
    end
  end
  assign full  = ({~w_ptr[3], w_ptr[2:0]} == r_ptr);
  assign empty_o = (w_ptr == r_ptr);
endmodule
</file>
==> impl_metrics.yaml <==
# generated from flow reports
critical_path:
  worstSetupStartpoint: "r_ptr[2]"
  rr_endpoint: "fifo[6][3]"
  r2r_worst_path_depth: 4
  critical_path.endpoint: "empty_o"
  rr_startpoint: "r_ptr[2]"
  critPathKind: "reg2out"
  worst_setup_path_start_kind: "flop"
  timing.critical_path.slowest_stage_cell: "sky130_fd_sc_hd__dfrtp_1"
  critical_path_arrival_ps: 2140
  worstSetupEndpointType: "output port"
  slowest_delay_ps: 820
  crit_chain: "xor2_4 -> nor4_1 -> clkdlybuf4s50_1"
  timing.critical_path.fanout_max: 19
  worstPathRequired_ps: 4080
  rrSetupSlack_ps: 2770
final_timing:
  max_freq_mhz: 316
  finalHoldViolations: 0
  fin_setup_tns_ps: 0
  period_minus_slack_ps: 3160
  timing_worst_slew_pin_value_ps: 726
  rsz0062_at_grt: "no"
  max-slew-margin-rel_pct: 51.6
  holdWs_ps: 483
  setup_viol: 0
  clock_skew_ps: 8.00
  final_max_slew_violation_count: 0
  period_utilization_post_route_pct: 62.0
cts:
  insertion_delay_of_the_later_clocked_pin_in_the_worst_skew_pair_ps: 290
  cts_max_path_bufs: 2
  cts.htree.levels: 2
  clock_tree.root_cell: "sky130_fd_sc_hd__clkbuf_8"
  cts_resized: 0
  cts_buffers: 5
  clock_tree_from_tritoncts: "done"
  cts-hold-fix-buffers: 0
  cts.clk_slew.worst_paths_ps: 80
  postCtsSetupBuffers: 0
  cts_sinks: 44
route:
  drc: 0
  detailedRoute.firstIterationViolations: 152
  drt-total-wl_um: 6180
  drt_pass1_iterations: 6
  number_of_nets_with_antenna_violations_after_routing: 0
  diodes: 0
  detail_route.vias_per_cell: 5.81
  dr_total_vias: 1970
  wire_per_inst_um: 18.2
yosys:
  edf_count: 32
  synthesis.area_per_instance_um2: 11.0
  yosysWarningCount: 2
  ff_type: "sky130_fd_sc_hd__edfxtp_1"
  synth.cell_area_mm2: 0.00279
  yosys_cell_types: 41
  ys.flops: 44
  synth.yosys.seq_area_share_pct: 45.2
  synth_stat.cells: 254
  proportion_of_synthesized_flip_flops_having_asynchronous_set_or_reset_pct: 27.3
  yosysChipArea_mm2: 0.00279
  synth_cells: 254
hold_path:
  worstHoldStart: "data_o[3]"
  hold_path.class: "reg2reg"
place:
  port_buffers: 12
  dp.cells: 331
  dp_hpwl_um: 4290
  post_dp_cell_area_mm2: 0.00293
  place.gp.congestion: 0.842
flow_run:
  maxCapViolCount: 0
  tool_warning_count: 33
grt:
  via_count_of_the_first_global_routing_pass: 1856
  initial_antenna_violation_count: 0
  grt_util_all_layers_pct: 18.8
  overflow: 0
  grt_start_max_net_pins: 45
  grt_pass1_wl_um: 10100
floorplan:
  top_level_ports: 13
  die_width_um: 85.5
  core_area_mm2: 0.00676
  chip_area_mm2: 0.00732
  initial_utilization_pct: 41.3
  row_count: 30
  die-height_um: 85.5
final_layout:
  drive_gt1_share_pct: 19.7
  fillerInstances: 654
  area_growth_syn_to_layout_pct: 7.71
  final_design_area_no_fill_mm2: 0.00301
  finish.cell_count_without_fillers: 339
outcome:
  status: "finished clean"
pwr:
  power.density_cell_area_mw_per_mm2: 591
  total_leakage_power_uw: 0.00102
  peakVddDrop_mv: 0.242
-- synth_stat cells (3+ instances only) --
master,number,area (um2)
sky130_fd_sc_hd__a21oi_1,12,60.1
sky130_fd_sc_hd__a21oi_2,16,140
sky130_fd_sc_hd__a222oi_1,4,40.0
sky130_fd_sc_hd__a22oi_1,4,30.0
sky130_fd_sc_hd__a41oi_2,3,48.8
sky130_fd_sc_hd__and3_4,4,45.0
sky130_fd_sc_hd__buf_1,5,18.8
sky130_fd_sc_hd__buf_2,4,20.0
sky130_fd_sc_hd__buf_6,3,33.8
sky130_fd_sc_hd__clkbuf_1,4,15.0
sky130_fd_sc_hd__dfrtp_1,12,300
sky130_fd_sc_hd__edfxtp_1,32,961
sky130_fd_sc_hd__ha_1,12,150
sky130_fd_sc_hd__inv_1,9,33.8
sky130_fd_sc_hd__mux2i_1,8,80.1
sky130_fd_sc_hd__nand2_1,16,60.1
sky130_fd_sc_hd__nand3_1,26,130
sky130_fd_sc_hd__nor2_1,3,11.3
sky130_fd_sc_hd__nor2_2,8,50.1
sky130_fd_sc_hd__nor2b_1,4,25.0
sky130_fd_sc_hd__o21ai_0,28,140
sky130_fd_sc_hd__o31ai_1,3,22.5
sky130_fd_sc_hd__xnor2_1,7,61.3
-- power by group --
group          internal, uW  switching, uW  total, uW
clock network          95.6            116        212
logic                   352            540        892
registers               537            137        674
total                   984            793       1780
-- state kept, by name, indices dropped and copies added, names as in the netlist --
name / cells
fifo: 32
w_ptr: 4
data_o: 4
r_ptr: 4
-- worst max-delay path, delay by kind of cell, from the launching register on --
kind,cells,cell delay (ps)
xor gates and xnor gates,1,230
buffers and inverters,1,500
DFF,1,820
and+or+nand+nor,1,300
-- worst min-delay path by stage --
stage / to / slack (ps) / cells past startpoint
6_report: data_o[3] / 480 / 2
5_1_grt: data_o[1] / 510 / 2
4_1_cts: data_o[3] / 490 / 2
-- cell families after synthesis --
logic type | synth area share [%]
compound gates | 22.3
simple gates | 13.6
flops | 45.2
buf+inv | 4.62
xor+xnor | 5.65
fa+ha+maj | 5.38
mux | 3.27
-- through the flow --
step / setup slack [ps] / power (uW) / utilization (%)
floorplan: 3130 / 1350 / -
global placement: 2270 / 1560 / 43.3
detailed placement: 2250 / 1570 / 43.3
CTS: 1910 / 1780 / 44.5
global route: 1800 / 1920 / 44.5
finish: 1940 / 1780 / 44.5
-- per-layer routing --
layer | up-vias | global-route usage (%) | part of all wire (%)
met3 | 7 | 3.13 | 6.1
li1 | 953 | - | -
met4 | 0 | 2.88 | 1.3
met2 | 72 | 26.5 | 43
met5 | - | 0 | 0
met1 | 938 | 33.1 | 49
-- placed cells by master, fill, tap and decap left out, types with 3 or more instances in the layout --
master,Yosys,routed
sky130_fd_sc_hd__a21oi_1,12,12
sky130_fd_sc_hd__a21oi_2,16,16
sky130_fd_sc_hd__a222oi_1,4,4
sky130_fd_sc_hd__a22oi_1,4,4
sky130_fd_sc_hd__a41oi_2,3,3
sky130_fd_sc_hd__and3_4,4,4
sky130_fd_sc_hd__clkbuf_8,0,5
sky130_fd_sc_hd__clkdlybuf4s50_1,0,11
sky130_fd_sc_hd__dfrtp_1,12,12
sky130_fd_sc_hd__edfxtp_1,32,32
sky130_fd_sc_hd__ha_1,12,12
sky130_fd_sc_hd__inv_1,9,9
sky130_fd_sc_hd__mux2i_1,8,8
sky130_fd_sc_hd__nand2_1,16,16
sky130_fd_sc_hd__nand3_1,26,26
sky130_fd_sc_hd__nor2_1,3,3
sky130_fd_sc_hd__nor2_2,8,8
sky130_fd_sc_hd__nor2b_1,4,4
sky130_fd_sc_hd__o21ai_0,28,28
sky130_fd_sc_hd__o31ai_1,3,3
sky130_fd_sc_hd__xnor2_1,7,7
-- final cells by class --
cell class	count	area (um2)	share of cell area, %
multi-input combinational	184	1400	46.6
clock buffer	7	76.3	2.54
inverter	9	33.8	1.12
tap	80	100	3.33
sequential	44	1260	41.9
clock inverter	1	3.75	0.125
timing repair buffer	14	130	4.33
Power is estimated from default activity; no workload was simulated.
