==> flow/design.v <==
module FIFO1
#(
  parameter DEPTH  =  8,
  parameter DATA_WIDTH  =  4
)(
  input  logic  clk_i, rst_ni,
  input  logic  wr_en, rd_en,
  input  logic  [DATA_WIDTH-1:0] data_i,
  output logic  full_o,
  output logic  [DATA_WIDTH-1:0] data_o
);
  logic [$clog2(DEPTH) : 0] w_ptr, r_ptr;
  logic [DATA_WIDTH-1:0] fifo [DEPTH];
  logic empty;
  always_ff @(posedge clk_i or negedge rst_ni) begin
    if (!rst_ni) begin
      w_ptr  <= 0;
      r_ptr  <= 0;
      data_o <= 0;
    end
    else begin
      if  (wr_en & !full_o)  begin
        fifo[w_ptr[2:0]] <= data_i;
        w_ptr <= w_ptr + 1;
      end
      if  (rd_en & !empty)  begin
        data_o <= fifo[r_ptr[2:0]];
        r_ptr  <= r_ptr + 1;
        fifo[r_ptr[2:0]] <= 0;
      end
    end
  end
  assign full_o  = (!rst_ni ? 1 : ({~w_ptr[3], w_ptr[2:0]} == r_ptr));
  assign empty = (w_ptr == r_ptr);
endmodule
==> flow/run.sh <==
#!/bin/bash
# OpenROAD 26Q1-2900-gdf79404cd8, Yosys 0.63+post, stock flow scripts
make -C /OpenROAD-flow-scripts/flow DESIGN_CONFIG=/design/flow/config.mk WORK_HOME=/design/flow/orfs finish
==> flow/config.mk <==
export PLATFORM = sky130hd
export DESIGN_NAME = FIFO1
export DESIGN_NICKNAME = FIFO1
export VERILOG_FILES = /design/flow/design.v
export SDC_FILE = /design/flow/constraint.sdc
export NUM_CORES = 4
export LEC_CHECK = 1
export CORE_UTILIZATION = 50
==> flow/constraint.sdc <==
current_design FIFO1

set clk_period 2.5
set clk_io_pct 0.2

create_clock -name clk0 -period $clk_period [get_ports {clk_i}]

set non_clock_inputs [all_inputs -no_clocks]
set_input_delay [expr $clk_period * $clk_io_pct] -clock clk0 $non_clock_inputs
set_output_delay [expr $clk_period * $clk_io_pct] -clock clk0 [all_outputs]
==> results.json <==
{
  "status": "complete, no violations",
  "clk_latency_ps": 300,
  "comb_power_share": 0.493,
  "numClockSinks": 44,
  "layout-drive-gt1-share": 0.122,
  "seq_power_share": 0.346,
  "edf_count": 32,
  "syn_avg_cell_area_um2": 10.4,
  "firstDrtPassIters": 5,
  "max_slew_margin": 0.412,
  "antenna_left": 0,
  "hpwl_um": 4660,
  "rsz0062_at_grt": "no",
  "fin_crit_ps": 2240,
  "slew_viol_final": 0,
  "yosys_warnings": 2,
  "hp-class": "input port to asynchronous set/reset pin",
  "route.vias.total": 2159,
  "grt_max_degree": 38,
  "crit_required_ps": 2000,
  "synthFlopType": "edfxtp_1",
  "cts_tree": "done",
  "syn_inst": 259,
  "timing.hold.ws_ps": 58.8,
  "gp_congestion": 0.851,
  "stdcell_area_um2": 3020,
  "swShare": 0.420,
  "ys_ff": 44,
  "async_flop_share": 0.273,
  "wire_per_inst_um": 19.8,
  "power.density_nw_per_um2": 1180,
  "power_frac_clock": 0.161,
  "fp_util": 0.522,
  "yosys_cells": 259,
  "power.total_mw": 3.57,
  "cts_buffer_depth": 2,
  "r2r_setup_slack_ps": 360,
  "critical_path.max_fanout": 2,
  "cp-start-kind": "flip-flop",
  "tool_warnings": 33,
  "io-pin-count": 13,
  "fill_cells": 448,
  "power_switching_mw": 1.50,
  "diodes": 0,
  "hold_viol": 0,
  "drv_cap": 0,
  "die-area_um2": 5700,
  "ys_seq_share": 0.467,
  "grt_usage": 0.276,
  "fin_util": 0.584,
  "syn-cell-area_um2": 2700,
  "path_clk_slew_ps": 90,
  "worst_slew_pin_slew_ps": 879,
  "numCtsBuffers": 5,
  "endpoint_kind": "output pin",
  "die_y_um": 75.5,
  "grt_overflow": 0,
  "clock.fmax_mhz": 446,
  "grt_pass1_vias": 2039,
  "fp-row-count": 26,
  "drc": 0,
  "root_buffer": "clkbuf_8",
  "fp.dieW_um": 75.5,
  "synthDistinctLibCells": 40,
  "finalSetupViolCount": 0,
  "antenna_found_initial": 0,
  "vias_per_cell": 6.33,
  "dpl_cell_area_um2": 2850,
  "io_buffers": 12,
  "ctsHoldBuffers": 0,
  "worstPathArrival_ps": 1740,
  "grt_pass1_wl_um": 10900,
  "path_class": "flip-flop to output pin",
  "total_leakage_power_nw": 1.05,
  "area_growth_syn_to_layout_pct": 11.9,
  "power.internal_mw": 2.07,
  "coreArea_um2": 5170,
  "htree_levels": 2,
  "dr.first_iter.drc_count": 196,
  "period_used_share": 0.896,
  "ir_drop_uv": 441,
  "yosys_area_um2": 2700,
  "wl_um": 6750,
  "clock_skew_ps": 8.87,
  "setup_tns_ps": 0
}
[layout by cell type (no fill, tap or decap), types with 10 or more instances in the layout]
master,instances
nand3_1,12
o31ai_1,23
o21ai_0,17
clkdlybuf4s50_1,10
nand4_1,22
ha_1,12
edfxtp_1,32
a21oi_1,36
nand2_1,15
buf_4,12
[synth_stat cells (2+ instances only)]
cell type	instances	area, um2
xnor2_1	5	43.8
buf_2	7	35.0
edfxtp_1	32	961
xor2_2	2	32.5
inv_1	9	33.8
a21oi_1	36	180
and2_1	6	37.5
a222oi_1	3	30.0
a211oi_1	2	15.0
nor2_1	4	15.0
o31ai_1	23	173
buf_6	2	22.5
and3_4	2	22.5
a221o_1	3	30.0
and3_1	3	18.8
nand4_1	22	138
o21ai_0	17	85.1
a31oi_1	2	12.5
dfrtp_1	12	300
o41a_1	3	33.8
ha_1	12	150
clkbuf_1	5	18.8
a22oi_1	2	15.0
nand2_1	15	56.3
nand3_1	12	60.1
clkbuf_2	4	20.0
[state kept, by name, indices dropped and copies added, names as in the netlist]
register / flops
r_ptr: 4
w_ptr: 4
fifo: 32
data_o: 4
[power groups by stage]
stage | clock network (mW) | registers (mW) | logic [mW]
final | 0.574 | 1.23 | 1.76
after global routing | 0.617 | 1.26 | 1.94
after CTS | 0.589 | 1.23 | 1.74
[routing by layer]
layer,global-route usage,share of wire,wire (um),vias up
met5,0,0,0,-
met4,0.0247,0.010,68,0
met3,0.0630,0.071,479,9
met2,0.413,0.46,3120,80
met1,0.456,0.46,3080,1045
li1,-,-,-,1025
[per-stage QoR]
stage | cells | setup slack (ps)
after floorplan | 259 | 567
after global placement | 328 | 165
after detailed placement | 328 | 141
after CTS | 341 | 244
after global routing | 341 | 165
final | 341 | 260
[worst paths after layout]
kind,from,to,depth (start not counted)
min in group clk0,data_o[1],data_o[1],2
hold / removal,rst_ni,w_ptr[2],1
max in group asynchronous,rst_ni,r_ptr[1],2
setup / recovery,r_ptr[1],full_o,4
setup reg to reg,w_ptr[2],fifo[0][3],5
hold reg to reg,data_o[1],data_o[1],2
[layout make-up]
type	count	area, um2	area share
sequential	44	1260	0.418
inverter	10	45.0	0.0149
timing repair buffer	25	224	0.0741
multi-input combinational	184	1280	0.423
clock buffer	6	82.6	0.0273
clock inverter	2	38.8	0.0128
tap	70	87.6	0.0290
[worst max-delay path, cell delays in order (launching register included)]
cell and delay (ps):
dfrtp_2 450, xor2_4 190, o41a_1 530, inv_8 80, dlygate4sd2_1 190
[cells by family (layout without fill, tap and decap cells)]
logic type	count (synthesis)	in the layout	share of synthesized area
compound gates	96	96	0.237
simple gates	67	67	0.135
flops	44	44	0.467
buf+inv	31	43	0.0639
fa+ha+maj	12	12	0.0556
xor+xnor	9	9	0.0417
[timing repair]
item	in CTS	in global routing
endpoints found under the setup margin	1	0
buffers inserted	5	0
resized	5	0
